==> flow/design.v <==
`timescale 1ns / 1ps
module binary_multiplier(a,b,out);
parameter p=8;
parameter k=8;
input [p-1:0]a;
input [k-1:0]b;
reg [p+k-1:0]c;
output reg [p+k-1:0]out;
integer i;
integer j;
always @*
begin
out=0;
    for(i=0;i<p;i=i+1)
    begin
        c=0;
        if (b[i]==1)
            begin              
                c=a<<i;
            out=out+c;
            end
        else
        begin
        out=out;
        end
end   
end
endmodule
==> flow/run.sh <==
#!/bin/bash
# OpenROAD 26Q1-2900-gdf79404cd8, Yosys 0.63+post, stock flow scripts
make -C /OpenROAD-flow-scripts/flow DESIGN_CONFIG=/design/flow/config.mk WORK_HOME=/design/flow/orfs finish
==> flow/config.mk <==
export PLATFORM = sky130hd
export DESIGN_NAME = binary_multiplier
export DESIGN_NICKNAME = binary_multiplier
export VERILOG_FILES = /design/flow/design.v
export SDC_FILE = /design/flow/constraint.sdc
export NUM_CORES = 4
export LEC_CHECK = 1
export CORE_UTILIZATION = 50
==> flow/constraint.sdc <==
current_design binary_multiplier

set clk_period 19.2
set clk_io_pct 0.2

create_clock -name clk0 -period $clk_period

set non_clock_inputs [all_inputs -no_clocks]
set_input_delay [expr $clk_period * $clk_io_pct] -clock clk0 $non_clock_inputs
set_output_delay [expr $clk_period * $clk_io_pct] -clock clk0 [all_outputs]
==> notes.org <==
#+TITLE: Implementation results

** Worst setup path
- STA puts the critical path data arrival time at 13740 ps.
- Crit-path max cell delay :: 750 ps
- Critical path data required time :: approximately 15000 ps
- The worst setup path is of the input port to output port kind.
- The worst setup path is launched from an input port.
- The worst setup path is captured at an output port.
- Worst-path maximum fanout :: 14
- Slowest stage cell, crit path :: clkdlybuf4s50_1
- Counting stages on the worst path, the most repeated cell is ha_1.
- Worst setup path start :: a[2]

** Detailed routing
- Nets still carrying antenna violations after routing amount to 0.
- Summing over every cut layer, the via total after detailed routing is about 3300.
- Avg Vias per Cell :: 6.09
- Post-route DRC violation count :: 0
- The final antenna diode tally reported by the flow is 0.
- Average detailed-routed wire length per instance :: 15.8 µm
- Summed over all layers, the routed wires come to 8570 µm.
- The first detailed-routing pass took 23 iterations.
- Detailed router's first-iteration violation count :: 147

** Synthesis
- Leading cell types by total area after synthesis :: ha_1 (22%), xnor2_1 (5.7%), mux2_2 (5.4%), a21oi_1 (4.6%), fa_1 (4.2%)
- Yosys mapped the design onto 71 distinct sky130hd cell types.
- Post-synth top area cell :: ha_1
- Number of cells in the yosys synthesis report :: roughly 450
- Seq share, synth :: 0%
- Per-instance average area after synthesis :: 7.49 µm²
- By count the netlist is led by ha_1 (58), nor2_1 (32), a21oi_1 (31).
- YS chip area :: 0.00335 mm²
- Warnings reported by Yosys during synthesis add up to 1.
- Netlist area before placement :: 0.00335 mm²
- The synthesized instance count is 448.
- For this run the top cell type by instance count after synthesis was ha_1.
- The synthesized design devotes to its leading area cell type 21.6% of total area.

** Floorplanning
- FP Util :: 52.2%
- During I/O placement, the number of pins put on the boundary was 32.
- The vertical die dimension reported for this design is roughly 84 µm.
- Row Count :: 29
- Width of the die :: 83.9 µm
- The overall die size recorded for this design is 0.00704 mm².
- The core region is around 0.0064 mm².

** Cells and area
- The layout has 0 clock buffers.
- Sequential cells :: 0
- In the final layout, flip-flops and latches occupy 0 µm².
- Layout cell share with drive strength beyond 1 :: 8.14%
- Layout-stage area growth over the synthesis result :: 10.3%
- Final core utilization :: 57.6%
- Final Non-Filler Cells :: approximately 540

** Power
- Overall power consumption after layout is estimated at around 360 µW.
- Power per unit of standard cell area :: 96.5 mW/mm²
- The power report puts the leakage power at 1.63 nW.
- Max IR drop VDD :: between 0.00003 and 0.00004 V

** Placed design
- Per the placement report, the placed cell count is 544.
- HPWL after detailed placement :: 6840 µm
- Final weighted congestion in routability-driven placement :: about 0.95
- In this run the tool buffered the top-level ports with 32 buffer cells.

** Final timing
- The worst pin sits at a relative slew slack of between 40% and 50%.
- The clock period could shrink to 17580 ps.
- Final Max Slew Viols :: 0
- Maximum clock frequency :: 56.9 MHz
- Setup repair after global routing left no endpoint under its margin.
- After layout, the worst path uses 91.6% of the clock period.
- Tightest Pin Transition :: 830 ps
- For reference, the final report shows the hold violation count at 0.
- # setup viols final :: 0
- The tightest hold path in the finished design has a slack of 8910 ps.
- Total negative setup slack :: 0 ps

** Min path
- Cell depth of the worst hold path :: 3
- Kind of path behind the tightest hold check :: input port to output port
- Min-delay src :: b[0]

** GRT
- Sum of overflow across all layers after global routing :: 0
- The first global-routing pass estimated 14200 µm of wire.
- Number of global-route vias before repair :: 2885
- Maximum number of pins on one net before global-route repair :: 23
- Global Route Usage Sum :: 25.3%
- The number of antenna violations at the first check in global routing came to 0.

** CTS
- Post-CTS repair ended up resizing 0 cells.
- Post CTS Setup Buffer Count :: 0
- The number of hold buffers added after CTS was 0.

** Outcome
- The run finished with clean final reports.

** Flow run
- The tool flagged a number of max-cap violations equal to 0.
- Stage-log warning count :: 37
[cells by family (layout without fill, tap and decap cells)]
kind of cell | Yosys count | in the layout | share of synthesized area [%]
AOI/OAI and AO/OA | 153 | 153 | 32.5
xor gates and xnor gates | 27 | 27 | 7.05
adders and majority gates | 65 | 65 | 25.8
buffers and inverters | 49 | 68 | 6.49
muxes | 22 | 22 | 7.16
and+or+nand+nor | 132 | 132 | 21.0
[critical path: cells and delay by family]
kind / cells / cell delay, ps
adders and majority gates: 7 / 2560
AOI/OAI and AO/OA: 19 / 3350
and+or+nand+nor: 10 / 2300
muxes: 1 / 280
buffers and inverters: 3 / 1310
xor gates and xnor gates: 1 / 90
[metrics by stage]
step	area (µm²)	setup slack, ps
after floorplan	3350	3620
after global placement	3700	1850
after detailed placement	3700	1700
after CTS	3700	1660
after global routing	3700	881
final	3700	1620
[final timing paths]
| path | endpoint | slack, ps |
|---|---|---|
| max | out[13] | 1620 |
| min | out[0] | 8910 |
[cells in the final DEF (no fill, tap or decap), types with 4 or more instances in the layout]
cell type and count:
nand3b_1 4, mux2_2 16, or2_2 5, nor2_1 32, ha_1 58, a21o_1 10, nand2b_1 11, a21oi_1 31
a31oi_1 7, xnor2_1 22, nor2b_1 7, nand2_1 26, and2_1 8, mux2i_1 6, o21ai_0 18, inv_1 30
o221ai_1 4, fa_1 7, a211oi_1 7, o211ai_1 5, xor2_1 5, clkdlybuf4s50_1 32, or3_1 5, nor3_1 7
o21a_1 12, o21bai_1 6, o31ai_1 5, o21ai_1 10, nand3_1 7
[power breakdown]
group	internal, mW	total [mW]	leakage, nW	switching [mW]
sequential	0	0	0	0
combinational	0.184	0.357	1.63	0.173
clock	0	0	0	0
[metal layers]
metal / global-route usage (%) / up-vias / wire length, µm
li1: - / 1729 / -
met1: 41.5 / 1478 / 4510
met2: 37.6 / 104 / 3500
met3: 2.71 / 4 / 539
met4: 0.940 / 0 / 24
met5: 0 / - / 0
[layout make-up]
class / instances / area (µm²)
Multi-Input combinational cell: 399 / 3140
Fill cell: 592 / 2720
Timing Repair Buffer: 35 / 343
Inverter: 33 / 125
Tap cell: 77 / 96.3
Power figures rest on the tool's default switching activity, not on a simulated workload.
