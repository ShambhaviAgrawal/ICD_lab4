==> /design/flow/constraint.sdc <==
current_design universal_register

set clk_period 1.5
set clk_io_pct 0.2

create_clock -name clk0 -period $clk_period [get_ports {clk}]

set non_clock_inputs [all_inputs -no_clocks]
set_input_delay [expr $clk_period * $clk_io_pct] -clock clk0 $non_clock_inputs
set_output_delay [expr $clk_period * $clk_io_pct] -clock clk0 [all_outputs]
==> /design/flow/run.sh <==
#!/bin/bash
# OpenROAD 26Q1-2900-gdf79404cd8, Yosys 0.63+post, stock flow scripts
make -C /OpenROAD-flow-scripts/flow DESIGN_CONFIG=/design/flow/config.mk WORK_HOME=/design/flow/orfs finish
==> /design/flow/design.v <==
module universal_register(Q, Load, Options, clk);
input [7:0]Load;
input clk;
output reg [7:0]Q;
input [2:0]Options;
reg a;
always @(posedge clk)
begin
if(Options==0)  
    Q <= Load;
else if(Options==1)  
    Q <= Q;
else if(Options ==2)  
    Q <= Q<<1;
else if(Options ==3)  
Q <= Q>>1;
else if(Options ==4)  
    begin
    a=Q[0];
    Q <= Q>>1;
    Q[7]<=a;
    end
else if(Options ==5)  
    begin
    a=Q[7];
    Q <= Q<<1;
    Q[0]<=a;
    end
else
    Q<=0;  
end
endmodule
==> /design/flow/config.mk <==
export PLATFORM = sky130hd
export DESIGN_NAME = universal_register
export DESIGN_NICKNAME = universal_register
export VERILOG_FILES = /design/flow/design.v
export SDC_FILE = /design/flow/constraint.sdc
export NUM_CORES = 4
export LEC_CHECK = 1
export CORE_AREA = 10 10 75 75
export DIE_AREA = 0 0 85 85
==> reports/qor.csv <==
metric;value;unit
Init Core Util;14.4;%
Slew HR;83.6;%
top cells, area;edfxtp_1 41%, a221oi_1 9.0%, mux2_4 7.7%;
WL final;1730;um
CP max-delay cell;clkdlybuf4s50_1;
Top cell area share;41.1;%
Area after DPL;876;um^2
max frequency;0.693;GHz
Total Power;0.782;mW
Clock power frac;32.1;%
Distinct lib cells used;24;
layout cells sized above 1;28.4;%
Synth warnings;1;
DRC;0;
IO Pins;20;
setup TNS;0;ns
total grt overflow;0;
WP data arrival;1.14;ns
Biggest register;Q;
Yosys top cell by area;edfxtp_1;
Setup violations, final;0;
count of tool warnings;25;
Mapped Cells;52;
Antenna Cells;0;
Root Buffer Master;clkbuf_8;
# hold bufs at CTS;0;
vias per cell;4.24;
logic area;320;um^2
Period minus WS final;1.44;ns
Worst EP required;1.20;ns
Late-Pin Clk Latency;0.22;ns
Final Slew Violations;0;
Largest delay share family, worst path;buffers and inverters;
CTS tree;built;
Worst-path clk slew;0.04;ns
CP startpoint kind;flip-flop;
setup ws final;0.0573;ns
Comb power frac;27.8;%
GPL Wtd Cong;0.832;
Worst path max stage delay;0.51;ns
sequential share of power;40.1;%
vias in the first global route;522;
CP endpoint kind;primary output;
max reg flops;8;
Final Cycle Share;96.2;%
core box area;4060;um^2
Most Used Layer, Global Route;met2;
most frequent logic cells in the routed design;16 x clkdlybuf4s50_1, 8 x edfxtp_1, 8 x buf_4, 6 x a21oi_1, 5 x a221oi_1;
first-pass GRT wire length;2620;um
buffer-and-inverter tally for the worst setup path;1;
met3 usage;2.99;%
clk_skew;0.000515;ns
Pre-antenna DRT Iters;4;
yosys cell count;52;
Fill cells;414;
Post-Place Cells;124;
Net Sw Frac;23.3;%
Rows;23;
sequential area share after synthesis;41.1;%
most common logic cell in the routed design;clkdlybuf4s50_1;
netlist area before placement;584;um^2
total vias in the final route;555;
GR Util All Layers;4.40;%
met2 usage;6.74;%
Psw;0.182;mW
Internal;0.600;mW
number of max-cap violations;0;
biggest registers after layout;Q x8;
DIE WIDTH;85;um
Crit Path Class;flip-flop to primary output;
number of buffers created by CTS;3;
grt met1 use;5.21;%
chip area line of the yosys report;584;um^2
Die H;85;um
Hold Crit Class;primary input to flip-flop;
Sink Count;8;
RSZ-0062 raised after global routing;false;
pwr/cell area;807;nW/um^2
clock tree buffer depth;2;
Area Growth Syn to Fin;66.0;%
dpl ws;-0.398;ns
Registers, synthesis;8;
CP Max Fanout;4;
Fin. Hold Viols;0;
tally of buffers added on design ports;19;
status;complete, no violations;
non-filler instance count after layout;131;
remaining antenna violation count;0;
antenna violations before repair;0;
largest net degree at the start of global routing;19;
die area;7230;um^2
Least-Margin Pin Slew;0.245;ns
routed wire length per instance;13.2;um
H-Tree Depth;1;
Pleak;0.379;nW
Avg Inst Size Synth;11.2;um^2
post-route cell area;970;um^2
number of DRC markers in iteration 0;66;
peak supply drop;0.276;mV
crit-path cells;clkdlybuf4s50_1;
post-DP HPWL;1310;um
register area;240;um^2
-- cells in the mapped netlist --
| cell | count |
|---|---|
| nor2b_2 | 1 |
| inv_1 | 1 |
| o31ai_1 | 1 |
| nor3_1 | 1 |
| mux2_4 | 3 |
| nand2_1 | 3 |
| a21o_1 | 1 |
| nor2b_4 | 1 |
| a22o_1 | 1 |
| edfxtp_1 | 8 |
| buf_6 | 1 |
| nor2b_1 | 1 |
| nand3b_1 | 1 |
| buf_4 | 1 |
| a2bb2oi_1 | 2 |
| a211oi_1 | 1 |
| a22oi_1 | 4 |
| mux2i_1 | 1 |
| mux2_2 | 3 |
| a21boi_0 | 1 |
| nor2_1 | 1 |
| a221oi_1 | 6 |
| a21oi_1 | 6 |
| clkbuf_1 | 2 |
-- routing by layer --
| metal | wire length, um | vias up |
|---|---|---|
| li1 | - | 273 |
| met2 | 817 | 14 |
| met3 | 205 | 2 |
| met5 | 0 | - |
| met4 | 7 | 0 |
| met1 | 700 | 266 |
-- area by class of cell --
cell class                 instances  area share [%]
clock buffer                       3            4.26
inverter                           1           0.387
multi-input combinational         39            33.0
sequential                         8            24.8
tap                               50            6.45
timing repair buffer              30            31.1
-- worst register-to-register path: cells and delay by family (launching register included) --
family	cells	cell delay [ns]
AND-OR/OR-AND	2	0.31
flip-flops	1	0.42
buffers and inverters	1	0.16
multiplexers	1	0.25
-- logic make-up (layout without fill, tap and decap cells) --
logic type	after synthesis	count (layout)	synth area share (%)
AOI/OAI and AO/OA	23	23	28.9
and+or+nand+nor	9	9	9.64
DFF	8	8	41.1
muxes	7	7	15.2
buffers and inverters	5	34	5.14
-- power groups by stage --
stage / clock (mW) / combinational, mW / sequential [mW]
final: 0.251 / 0.218 / 0.313
after CTS: 0.259 / 0.205 / 0.315
after global routing: 0.273 / 0.237 / 0.318
-- per-stage QoR --
| step | hold WS (ns) | utilization [%] |
|---|---|---|
| after floorplan | 0.524 | - |
| after global placement | 0.666 | 21.6 |
| after detailed placement | 0.664 | 21.6 |
| after CTS | 0.673 | 23.0 |
| after global routing | 0.671 | 23.9 |
| final | 0.651 | 23.9 |
-- worst paths after layout --
check              from   end  slack, ns  cells past startpoint
max reg2reg        Q[2]  Q[1]       0.10                      4
min          Options[1]  Q[7]       0.65                      3
min reg2reg        Q[6]  Q[7]       0.69                      2
max                Q[7]  Q[7]       0.06                      1
-- timing repair --
item | CTS | global route
cloned | 1 | 0
buffers inserted | 0 | 3
gates resized | 5 | 1
endpoints found under the setup margin | 8 | 6
Power and IR drop assume default switching activity.
