--- flow/design.v ---
module rippleadder(cin, A, B, S, cout);
parameter n = 8;
input cin;
input [n-1:0] A;
input [n-1:0] B;
output reg [n-1:0] S;
output reg cout;
reg [n:0] C;
integer k;
always @(A,B, cin)
begin
C[0] = cin;
for (k=0; k<n; k=k+1)
begin
S[k] = A[k] ^ B[k] ^ C[k];
C[k+1] = (A[k] & B[k] ) | (A[k] & C[k] ) | (C[k] & B[k] );
end
cout = C[n];
end
endmodule
--- flow/run.sh ---
#!/bin/bash
# OpenROAD 26Q1-2900-gdf79404cd8, Yosys 0.63+post, stock flow scripts
make -C /OpenROAD-flow-scripts/flow DESIGN_CONFIG=/design/flow/config.mk WORK_HOME=/design/flow/orfs finish
--- flow/config.mk ---
export PLATFORM = sky130hd
export DESIGN_NAME = rippleadder
export DESIGN_NICKNAME = rippleadder
export VERILOG_FILES = /design/flow/design.v
export SDC_FILE = /design/flow/constraint.sdc
export NUM_CORES = 4
export LEC_CHECK = 1
export CORE_AREA = 10 10 70 70
export DIE_AREA = 0 0 80 80
--- flow/constraint.sdc ---
current_design rippleadder

set clk_period 3.7
set clk_io_pct 0.2

create_clock -name clk0 -period $clk_period

set non_clock_inputs [all_inputs -no_clocks]
set_input_delay [expr $clk_period * $clk_io_pct] -clock clk0 $non_clock_inputs
set_output_delay [expr $clk_period * $clk_io_pct] -clock clk0 [all_outputs]
==> out/metrics.yaml <==
status: "finished with violations"
violations: "setup timing"
power.share.clock: 0
dieArea_um2: 6400
rsz0062_at_grt: "yes"
dr_total_vias: 209
post_cts_buffers: 0
antenna_found_initial: 0
power_frac_comb: 1.000
power.switching_uw: 22.20
start_kind: "input port"
yosysCellCount: 18
first_pass_iters: 2
swShare: 0.3100
hold_depth: 5
post_synth.cell_area_avg_um2: 10.98
grt_first_pass_wirelength_um: 1200
antenna_cells: 0
min_period_ns: 4.527
p_leak_nw: 0.2136
holdCritStartpoint: "cin"
wl_um: 756
power_uw: 71.62
hold_violations: 0
path_max_fanout: 1
yosys-top-cells-count: "inv_1 (10), fa_1 (8)"
place.gp.congestion: 0.8466
num_io_pins: 26
finalCritPeriodShare: 1.224
fin_ws_ns: -0.8271
place_hpwl_um: 762.6
drv_cap: 0
warnings: 35
postPlaceCellArea_um2: 550.5
viasPerCell: 2.322
first_global_vias: 246
drive_above_1_share: 0.5000
relSlewSlack: 0.9332
fp.dieW_um: 80
yosysChipArea_um2: 197.7
area_leaders: "fa_1 (81%), inv_1 (19%)"
area_growth_pct: 173.4
grt_max_degree: 2
drcViolationCount: 0
internal_power_uw: 49.42
setup_viol: 4
hp-class: "input port to output pin"
synth_cell_types: 2
io_buffer_count: 26
coreArea_um2: 3416
final_area_um2: 540.5
power.share.sequential: 0
final_cells: 90
final_util: 0.1582
power_density_nw_per_um2: 132.5
slew_violations: 0
top_area_cell: "fa_1"
min_to: "S[0]"
endpoint_kind: "output pin"
path_class: "input port to output pin"
max_slew.worst_pin.slew_ns: 0.09992
ir_drop_mv: 0.03803
worstPathArrival_ns: 3.79
dpl_worst_slack_ns: -1.719
wire_per_inst_um: 8.400
yosys.area.top_type_share: 0.8101
num-clock-buffers: 0
initCoreUtil: 0.05788
syn_inst: 18
grt-ovfl-total: 0
die_h_um: 80
final-seq-area_um2: 0
fin_setup_tns_ns: -2.036
grt.total_usage: 0.02308
yosys_warnings: 1
dp.cells: 90
drtIter0Drc: 2
synthesis.area_um2: 197.7
postSynthSeqShare: 0
cts_hold_buf: 0
ant_nets: 0
fin_hold_ws_ns: 2.227
flops: 0
cp_data_required_time_ns: 2.96
rows: 21
synth.most_common_cell: "inv_1"
max_freq_mhz: 220.9
==> worst max-delay path: stages <==
cell    delay [ns]
buf_8         0.11
inv_12        0.04
fa_2          0.17
inv_2         0.04
fa_2          0.34
fa_2          0.36
fa_2          0.35
fa_2          0.34
fa_2          0.34
fa_2          0.34
inv_2         0.06
fa_2          0.42
inv_2         0.05
buf_2         0.08
==> power groups by stage <==
stage	registers (mW)	clock network, mW	logic [mW]
after CTS	0	0	0.0742
after global routing	0	0	0.0822
final	0	0	0.0716
==> cells in the final DEF, fill, tap and decap left out <==
master | synthesis | final
clkdlybuf4s50_1 | 0 | 16
fa_2 | 0 | 8
inv_2 | 0 | 4
buf_2 | 0 | 4
inv_1 | 10 | 3
dlygate4sd2_1 | 0 | 2
buf_6 | 0 | 2
inv_4 | 0 | 1
inv_12 | 0 | 1
clkinv_4 | 0 | 1
buf_8 | 0 | 1
clkdlybuf4s15_1 | 0 | 1
==> metal layers <==
metal / wire (um) / vias up / part of all wire / track usage
li1: - / 96 / - / -
met1: 355 / 88 / 0.47 / 0.03322
met2: 213 / 25 / 0.28 / 0.02809
met3: 187 / 0 / 0.25 / 0.01705
met4: 0 / 0 / 0 / 0
met5: 0 / - / 0 / 0
==> cells by family after synthesis <==
group	share of synthesized area
adders and majority gates	0.8101
buffers and inverters	0.1899
==> how the worst max path moves through the flow <==
stage	startpoint	to	slack [ns]	cells after the start
finish	A[0]	S[7]	-0.83	14
global route	cin	S[7]	-0.96	14
CTS	A[0]	S[7]	-0.99	14
==> cell type report <==
| type | count | area (um2) |
|---|---|---|
| Timing Repair Buffer | 26 | 245.2 |
| Inverter | 10 | 57.56 |
| Tap cell | 46 | 57.56 |
| Fill cell | 393 | 2875 |
| Multi-Input combinational cell | 8 | 180.2 |
==> what timing repair did <==
item | CTS | global route
pin swaps | 8 | 8
resized | 35 | 4
endpoints found under the setup margin | 6 | 5
Power figures rest on the tool's default switching activity, not on a simulated workload.
